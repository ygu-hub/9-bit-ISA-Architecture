`./run.sh`:
```
#!/bin/bash
# OpenROAD 26Q1-2900-gdf79404cd8, Yosys 0.63+post, stock flow scripts
make -C /OpenROAD-flow-scripts/flow DESIGN_CONFIG=/design/flow/config.mk WORK_HOME=/design/flow/orfs finish
```
`./config.mk`:
```
export PLATFORM = sky130hd
export DESIGN_NAME = InstFetch
export DESIGN_NICKNAME = InstFetch
export VERILOG_FILES = /design/flow/design.v
export SDC_FILE = /design/flow/constraint.sdc
export NUM_CORES = 4
export LEC_CHECK = 1
export CORE_AREA = 10 10 77 77
export DIE_AREA = 0 0 87 87
```
`./constraint.sdc`:
```
current_design InstFetch

set clk_period 7.1
set clk_io_pct 0.2

create_clock -name clk0 -period $clk_period [get_ports {Clk}]

set non_clock_inputs [all_inputs -no_clocks]
set_input_delay [expr $clk_period * $clk_io_pct] -clock clk0 $non_clock_inputs
set_output_delay [expr $clk_period * $clk_io_pct] -clock clk0 [all_outputs]
```
`./design.v`:
```
module InstFetch #(parameter T=10)(	   
  input                Reset,		   
                       Start,		   
                       Clk,			   
                       BranchAbs,	   
                       BranchRelEn,	   
                       ALU_flag,	   
  input        [T-1:0] Target,	       
  output logic [T-1:0] ProgCtr         
  );
  always_ff @(posedge Clk)	            
	if(Reset)
	  ProgCtr <= 0;				        
	else if(Start)					    
	  ProgCtr <= ProgCtr;
	else if(BranchAbs && ALU_flag)       
	  ProgCtr <= Target;			    
	else if(BranchRelEn && ALU_flag)    
	  ProgCtr <= Target + ProgCtr;	    
	else begin
	  ProgCtr <= ProgCtr+'b1; 	        
  end
endmodule
```
==> Changelog: implementation <==
### Metrics

* Status: finished, final reports clean
* Post-synth area hogs: dfxtp_1 22%, ha_1 12%, a21oi_1 8.8%
* Final setup viols at 0
* Row cnt at 24
* Area leader share at roughly 22%
* Warnings from Yosys at 1
* Leak at between 0.5 and 0.6 nW
* Pwr Total at ~0.18 mW
* Synthesized area at around 900 um^2
* Regs by FF count: ProgCtr (10)
* RSZ-0062 raised after global routing: false
* Fp_density at 20.92%
* Inserted Clock Buffers at 3
* Slew margin rel. at around half
* Worst Setup End Kind: flip-flop
* Peak VDD IR at between 0.00007 and 0.00008 V
* Area leader, netlist: dfxtp_1
* Full die area at about 7600 um^2
* Pwr dens at ~150 nW/um^2
* Root Buffer: clkbuf_8
* TritonCTS clock tree: done
* Vias at between 800 and 900
* Max reg flops at 10
* Gr usage total at 7.087%
* I/O pin cnt at 26
* Tool Warnings at 25
* Fillers at around 460
* Final Max Tran Viols at 0
* Post-cts sizing count at 0
* Clock share of power at around a third
* Total negative slack at 0 ps
* Avg Cell Area, Syn at a little under 8 um^2
* Clock skew at 4.199 ps
* Placed cell areas at 1206 um^2
* GR Overflow Total at 0
* Post-Syn Instances at between 100 and 150
* WP data required at ~7200 ps
* Hold-fix buffers, CTS at 0
* Synthesized flop and latch total at 10
* Drt initial violations at approximately 57
* Crit Path Max Fanout at 12
* Post-route ant nets at 0
* Switching pwr at 0.05212 mW
* Horiz. Die Dim at slightly below 90 um
* Max cap viols at 0
* Combinational share of power at 31.5%
* Endpoints failing hold at 0
* DRC viols at 0
* Ant diodes at 0
* Clock buffer depth at 2
* Core Box Area at approximately 4400 um^2
* Critical path class: in2reg
* Post-DP HPWL at about 2000 um
* Hold Crit Class: reg2reg
* Most numerous logic cells after layout: 25 x clkdlybuf4s50_1, 16 x a21oi_1, 10 x dfxtp_1, 10 x nand2_1
* Sw Share at between 20% and 30%
* Fin crit period at about 3700 ps
* Worst skew pair latency at ~230 ps
* Register with the most flip-flops: ProgCtr
* Number of port buffers at 25
* Worst-path clk slew at 50 ps
* Per-cell routed wire length at 13.32 um
* First-pass GRT wire length at ~4400 um
* Ys cells at approximately 120
* H-tree Lvls at 1
* Placer congestion estimate at ~0.82
* Initial antenna violation count at 0
* Slew @ Worst Pin at between 700 and 800 ps
* Sequential area share after synthesis at a little over a fifth
* Period utilisation layout at slightly above 50%
* Detailed Routing Iterations Pass 1 at 4
* Worst R2R Setup Slack at just over 5000 ps
* Vias in the first global route at about 900
* Int Power at roughly 0.13 mW
* WL final at 2545 um
* Via density per instance at between 4 and 5
* Fin area at between 1000 and 1500 um^2
* Die Y-Extent at between 80 and 90 um
* Flop pwr share at 35.9%
* Post-CTS Setup Inserts at 0
* Largest net degree at the start of global routing at 23
* Fmax at ~270 MHz
* P&R area growth vs syn at 36.95%
* Most instantiated logic cell after routing: clkdlybuf4s50_1
* Startpoint types: primary input
* Netlist cell types at 35
* Chip Area, Yosys at 910.9 um^2
* Clk sink count at 10
* Critical Path AT at ~3800 ps
* Layout cells sized above 1 at under 10%
power by group through the flow:
stage	sequential [mW]	clock [mW]	combinational, mW
final	0.0652	0.0590	0.0572
after global routing	0.0657	0.0653	0.0650
after CTS	0.0652	0.0637	0.0578
critical path, stage by stage:
cell,delay (ps)
clkdlybuf4s50_1,670
nand3b_1,120
ha_1,220
fa_1,410
nand3_1,130
nand2_1,90
a311oi_1,320
xor2_1,120
a2111oi_2,300
metal layers:
metal / part of all wire, % / GRT usage [%]
met1: 51 / 10.27
met2: 38 / 9.460
met3: 10 / 3.491
met4: 0.31 / 0.7364
met5: 0 / 0
Yosys cell counts (all sizes together):
master and instances:
and4 1, inv 7, o21bai 2, or3 1
o211a 1, and3 9, a311oi 1, xnor2 3
a2111oi 1, xor2 3, nand4 2, nand2 10
clkbuf 4, nand3b 2, buf 1, nor3 2
nor2b 2, a21oi 17, or4b 1, a221oi 3
o311ai 1, fa 1, nand3 3, dfxtp 10
o21ai 4, ha 9, o21a 1, a211o 1
nor2 6, a211oi 2, a21o 3, and2 2
logic make-up (layout without fill, tap and decap cells):
kind of cell | count (synthesis) | after routing | synth area share [%]
buffers and inverters | 12 | 35 | 5.082
AND/OR/NAND/NOR | 41 | 41 | 24.45
AND-OR/OR-AND | 37 | 37 | 28.16
adder cells (fa/ha/maj) | 10 | 10 | 14.56
flip-flops | 10 | 10 | 21.98
XOR/XNOR | 6 | 6 | 5.770
per-stage QoR:
stage	util, %	setup WS (ps)	instances	hold WS, ps
3_5_place_dp	27.70	3206	188	477.3
3_3_place_gp	27.70	3234	188	475.8
5_1_grt	28.65	3219	191	507.8
4_1_cts	28.65	3423	191	487.8
2_1_floorplan	-	3819	116	446.9
6_report	28.65	3423	191	482.8
final cells by class:
cell class                      count  area [um^2]  share of cell area [%]
Clock buffer                        3        41.29                   3.310
Inverter                            7        26.28                   2.106
Multi-Input combinational cell     94        664.4                   53.26
Sequential cell                    10        200.2                   16.05
Tap cell                           52        65.06                   5.216
Timing Repair Buffer               25        250.2                   20.06
final timing paths:
path              start          to  cells after the start
max            ALU_flag  ProgCtr[6]                      9
min          ProgCtr[7]  ProgCtr[7]                      2
max reg2reg  ProgCtr[0]  ProgCtr[6]                      7
min reg2reg  ProgCtr[7]  ProgCtr[7]                      2
Power figures rest on the tool's default switching activity, not on a simulated workload.
