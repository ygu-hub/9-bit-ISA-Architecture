--- flow/design.v ---
module DataMem #(parameter W=8, A=8) (				 
  input                 Clk,
                        Reset,		  
                        WriteEn,	  
  input       [A-1:0]   DataAddress,  
  input       [W-1:0]   DataIn,       
  output logic[W-1:0]   DataOut
);
logic [W-1:0] core[2**A];
always_comb
  DataOut = core[DataAddress];
always_ff @ (posedge Clk)
  if(Reset) begin
    core[129] <= 'h60;
  	core[130] <= 'h48;  
    core[131] <= 'h78;
    core[132] <= 'h72;
    core[133] <= 'h6A;
    core[134] <= 'h69;
    core[135] <= 'h5C;
    core[136] <= 'h7E;
    core[137] <= 'h7B;
    core[196] <= 8'b11111111;
    core[197] <= 'd127;
    core[198] <= 'd64;
    core[199] <= 'd128;
    core[200] <= 'd129;
    core[201] <= 'd137;
    core[202] <= 'd9;
    core[203] <= 'd64;
    core[204] <= 'd73;
    core[205] <= 'd1;
  end 
  else if(WriteEn)                     
    core[DataAddress] <= DataIn;
endmodule
--- flow/constraint.sdc ---
current_design DataMem

set clk_period 16.1
set clk_io_pct 0.2

create_clock -name clk0 -period $clk_period [get_ports {Clk}]

set non_clock_inputs [all_inputs -no_clocks]
set_input_delay [expr $clk_period * $clk_io_pct] -clock clk0 $non_clock_inputs
set_output_delay [expr $clk_period * $clk_io_pct] -clock clk0 [all_outputs]
--- flow/run.sh ---
#!/bin/bash
# OpenROAD 26Q1-2900-gdf79404cd8, Yosys 0.63+post, stock flow scripts
make -C /OpenROAD-flow-scripts/flow DESIGN_CONFIG=/design/flow/config.mk WORK_HOME=/design/flow/orfs finish
--- flow/config.mk ---
export PLATFORM = sky130hd
export DESIGN_NAME = DataMem
export DESIGN_NICKNAME = DataMem
export VERILOG_FILES = /design/flow/design.v
export SDC_FILE = /design/flow/constraint.sdc
export NUM_CORES = 4
export LEC_CHECK = 1
export CORE_UTILIZATION = 30
==> qor.json <==
{
  "hold-path-cell-count": 1,
  "grt_use_total": 0.159,
  "power.leakage_nw": 26.9,
  "drt-total-wl_mm": 195,
  "kind_of_cell_with_the_highest_combined_delay_on_the_critical_path": "buffers and inverters",
  "count_of_different_cell_masters_after_synthesis": 25,
  "met2_usage": 0.236,
  "slew-limit-headroom": 0.338,
  "design.die.area_um2": 267000,
  "crit_buf_inv": 6,
  "hold_path_class": "in2reg",
  "grt-ovfl-total": 0,
  "ys_area_um2": 79400,
  "ys_cells": 3729,
  "die.size.x_um": 516,
  "timing.critical_path.from_type": "input port",
  "detail_route.iter0.violations": 2576,
  "min_period_ns": 11.53,
  "place_inst": 7181,
  "grt_setup_unrepaired": "no",
  "synth_area_leader_cell": "edfxtp_1",
  "yosysWarnings": 1,
  "global_route.peak_usage_layer": "met2",
  "enable_flop_cells": 2048,
  "timing.fmax_ghz": 0.0867,
  "whs_ns": 2.86,
  "min-delay-start": "DataIn[2]",
  "largest_register_ffs": 2048,
  "post-dp-hpwl_mm": 117,
  "synth.most_common_cell": "edfxtp_1",
  "io_buffer_count": 26,
  "met3_usage": 0.117,
  "area.growth.synth_to_final_pct": 14.0,
  "leading_cell_types_by_count_after_synthesis": "2,048 x edfxtp_1, 512 x mux4_2, 260 x nor2_1",
  "via_per_inst": 5.02,
  "antenna_found_initial": 3,
  "finalSetupViolCount": 0,
  "ctsHoldBuffers": 0,
  "grt_first_pass_wirelength_mm": 286,
  "number_of_global_route_vias_before_repair": 41800,
  "worst_ir_drop_vdd_mv": 0.115,
  "cts_inserted_buffers": 193,
  "clock_tree.htree_level_count": 4,
  "fillerInstances": 24000,
  "run_status": "complete, no violations",
  "final_critical_path_setup_slack_ns": 4.57,
  "maxCapViolations": 0,
  "largest-register": "core",
  "place_congestion": 0.886,
  "std_cell_rows": 188,
  "cts-resized-gates": 0,
  "synthesis.area_um2": 79400,
  "clock_tree.buffer_depth": 3,
  "fraction_of_the_core_area_covered_by_cells_at_the_end_of_the_flow": 0.344,
  "ys_seq_frac": 0.775,
  "avgSynthCellArea_um2": 21.3,
  "cp_cell_sequence": "buf_8, buf_12, buf_12, buf_4, mux4_2, a22oi_1, a21oi_1, o41ai_1, buf_4, nand4_1, clkdlybuf4s50_1",
  "top_cells_by_area": "edfxtp_1 78%, mux4_2 15%, a22oi_1 2.4%",
  "detail_route.first_pass.iterations": 7,
  "drt_drc_violations_left": 0,
  "setup.worst_path.end_class": "output pin",
  "globalRouteMet1Util": 0.187,
  "yosys.area.top_type_share": 0.775,
  "timing.final.hold_violations": 0,
  "fin_crit_sh": 0.716,
  "maximum_number_of_pins_on_one_net_before_global_route_repair": 109,
  "worst_pin_slew_ns": 0.989,
  "cellPowerDensity_nw_per_um2": 119,
  "worst_hold_path.endpoint": "core[96][2]",
  "num_io_pins": 27,
  "postCtsSetupRepairBufs": 0,
  "timing.setup.critical_path_class": "in2out",
  "dieHeight_um": 516,
  "fin_cells": 7531,
  "synth_top_flop_cell": "edfxtp_1",
  "cp_slowest_cell": "o41ai_1",
  "core_util_floorplan": 0.302,
  "worst_path_largest_cell_delay_ns": 0.91,
  "cts.clk_slew.worst_paths_ns": 0.06,
  "largest_registers": "core: 2048 flops",
  "drive_gt1_frac": 0.247,
  "pre_cts_slack_ns": 4.52,
  "report.final.slew_viol_count": 0,
  "synth_cells": 3729,
  "cts-root-buf": "clkbuf_16",
  "numSynthFlops": 2048,
  "worstPathRequired_ns": 12.88,
  "core-area_um2": 263000,
  "via_count": 37800,
  "wire_per_inst_um": 25.9,
  "warning_count": 32,
  "ant_nets": 0,
  "synth_async_sr_flop_share": 0,
  "tritoncts": "done",
  "worstPathMaxFanout": 66,
  "cts.sinks": 2048,
  "data_arrival_time_of_the_critical_path_ns": 8.31,
  "setup_total_negative_slack_ns": 0
}
## metal layers
metal	vias up	share of wire
met5	-	0.00056
met4	6	0.030
met3	293	0.16
met2	2124	0.47
met1	19400	0.34
li1	16000	-
## worst max path at each step
stage,startpoint,end,cells after the start
4_1_cts,DataAddress[0],DataOut[4],11
5_1_grt,DataAddress[0],DataOut[7],11
6_report,DataAddress[0],DataOut[7],11
## cells in the final DEF (no fill, tap or decap), drive strengths merged, types with 40 or more instances in the layout
cell type	instances
a22oi	256
and2	64
nor2	261
nand2	40
mux4	512
clkinv	86
clkbuf	239
or3	51
a21oi	128
edfxtp	2048
buf	170
## power by group
group | switching [mW] | internal, mW
logic | 0.333 | 0.178
clock network | 1.94 | 2.46
registers | 0.00636 | 5.89
total | 2.28 | 8.53
## through the flow
stage	total power, mW	cell area [um2]
after CTS	10.9	90500
after floorplan	6.28	79400
after global placement	6.52	84400
after detailed placement	6.53	84400
final	10.8	90500
after global routing	11.1	90500
## area by class of cell
cell class              count  area (um2)  area share
flip-flops and latches   2048       61500       0.680
multi-input cells        1427       16800       0.186
clock buffers             237        5060      0.0559
well taps                3515        4400      0.0486
repair buffers            188        1640      0.0181
clock inverters           109        1020      0.0113
inverters                   3        11.3    0.000124
diodes                      4        10.0    0.000111
## cells by family after synthesis
logic type | after synthesis | synth area share
AND-OR/OR-AND | 418 | 0.0360
buffers and inverters | 254 | 0.0145
flip-flops | 2048 | 0.775
multiplexers | 512 | 0.145
AND/OR/NAND/NOR | 497 | 0.0292
Power is estimated from default activity; no workload was simulated.
