==> flow/design.v <==
module RegFile #(parameter W=8, D=4)(		  
  input                Clk,
                       Reset,	              
                       WriteEn,
  input        [D-1:0] RaddrA,				  
                       RaddrB,
                       Waddr,
  input        [W-1:0] DataIn,
  output       [W-1:0] DataOutA,			  
  output logic [W-1:0] DataOutB			  
    );
logic [W-1:0] Registers[2**D];	              
assign      DataOutA = Registers[RaddrA];	  
always_comb DataOutB = Registers[RaddrB];     
always_ff @ (posedge Clk)
  if (Reset) begin
	for(int i=0; i<2**D; i++)
	  Registers[i] <= 'h0;
  	Registers[0] <= 'b11001000;                     
   	Registers[7] <= 'b11001000;                    
  end
  else if (WriteEn)	                          
    Registers[Waddr] <= DataIn;
endmodule
==> flow/run.sh <==
#!/bin/bash
# OpenROAD 26Q1-2900-gdf79404cd8, Yosys 0.63+post, stock flow scripts
make -C /OpenROAD-flow-scripts/flow DESIGN_CONFIG=/design/flow/config.mk WORK_HOME=/design/flow/orfs finish
==> flow/config.mk <==
export PLATFORM = sky130hd
export DESIGN_NAME = RegFile
export DESIGN_NICKNAME = RegFile
export VERILOG_FILES = /design/flow/design.v
export SDC_FILE = /design/flow/constraint.sdc
export NUM_CORES = 4
export LEC_CHECK = 1
export CORE_UTILIZATION = 40
==> flow/constraint.sdc <==
current_design RegFile

set clk_period 3.8
set clk_io_pct 0.2

create_clock -name clk0 -period $clk_period [get_ports {Clk}]

set non_clock_inputs [all_inputs -no_clocks]
set_input_delay [expr $clk_period * $clk_io_pct] -clock clk0 $non_clock_inputs
set_output_delay [expr $clk_period * $clk_io_pct] -clock clk0 [all_outputs]
==> changes_impl.md <==
### Implementation results

- Status: finished, final reports clean
- Adder-cell share of the synthesized area: 0%
- Simple share: between 10% and 20%
- Crit path time final: between 3000 and 4000 ps
- Log Warnings: 25
- Sequential-to-total area share from yosys stat: 56.98%
- Top reg by flops: Registers
- HP Class: input pin to register
- WS Path Type: input pin to output pin
- Final wirelength: approximately 18 mm
- Area Growth Syn to Fin: 19.42%
- Ports: 39
- Hold Crit Depth: 3
- Final hold viol count: 0
- Worst Hold Endpoint: Registers[0][7]$_SDFFCE_PN1P_
- Drt initial violations: about 250
- Crit path capture type: output pin
- Max Freq: between 200 and 300 MHz
- Area leader, netlist: edfxtp_1
- Vias per cell: between 5 and 6
- Setup violators final: 0
- Xor+xnor area frac: 0%
- Top cells by area: edfxtp_1 (57%), mux4_1 (13%), mux4_2 (10%)
- Total power: 3.687 mW
- Vias: 4377
- Vias in the first global route: about 4700
- Largest net degree at the start of global routing: 33
- Routed Antenna Nets: 0
- # Cells Yosys: ~460
- Top flop regs: Registers x128
- Post-DP HPWL: between 10 and 15 mm
- # clock sinks: 128
- Combinational Area: 2668 um^2
- Seq cells post-synth: 128
- Worst vdd ir: 0.3102 mV
- Most common logic cells in the final layout: nor2_1 (131), edfxtp_1 (128), nand2_1 (36), clkdlybuf4s50_1 (36), mux4_1 (33)
- Setup TNS: 0 ps
- TritonCTS clock tree: yes
- YS chip area: slightly below 7000 um^2
- Hold path startpoint: DataIn[7]
- Fp_density: ~41%
- RSZ-0062 raised after global routing: no
- Layout cell share with drive strength beyond 1: 17.92%
- Least-Margin Pin Slew: roughly 730 ps
- Max clock buf depth: 2
- WL/cell: 24.55 um
- CP Data Arrival Time: 2830 ps
- Post-synth design cell area: 6745 um^2
- Area share, top type: 56.98%
- Gpl congestion: 0.9994
- Slew HR: 51.03%
- Post-CTS Setup Inserts: 0
- Post_cts resized: 0
- Max_cap viols: 0
- Clk slew on worst S/H paths: ~50 ps
- CTS Hold Buffers Added: 0
- TritonCTS Buffers: 17
- Netlist cell types: 22
- PwrDens: roughly 460 nW/um^2
- Register area: between 3000 and 4000 um^2
- DRC: 0
- Top logic cell by instance count in the layout: nor2_1
- Antenna violations before repair: 0
- Worst-path maximum fanout: 32
- Mapped Avg Cell Area: ~15 um^2
- Crit path required time: slightly above 3000 ps
- Fillers: around 1300
- Die Ht: 131.9 um
- Ant diodes: 0
- Final cell count without fillers: about 750
- Full die area: around 17000 um^2
- Dpl cells: just over 700
- Core ar.: about 17000 um^2
- Root Driver: clkbuf_16
- Die Span X: 131.9 um
- Grt total ovfl: 0
- Mux cell area share: 23.24%
- Comb area leader: multiplexers
- Fin crit share: between 90% and 100%
- DRT Pass-1 Iters: 5
- Number of flip-flops under the largest register name: ~130
- Max H-tree Level: 4
- Startpoint Class: input pin
- Aoi share: roughly 3.7%
- PortBufs: 38
- GRT Util Overall: 23.88%
- Synth Warn #: 1
- Slew Viols, Final: 0
- Core Rows: between 40 and 50
- First-pass GRT wire length: approximately 28 mm
- LEAKAGE: about 2.8 nW
- Mapped Cells: around 460
==> cell type report <==
type	count	area share, %
Multi-Input combinational cell	297	33.12
Clock buffer	18	5.328
Sequential cell	128	47.72
Inverter	1	0.04660
Timing Repair Buffer	72	8.543
Tap cell	220	3.417
Clock inverter	14	1.833
==> power by group <==
part           total [mW]  switching [mW]  internal, mW
sequential           1.68          0.0407          1.64
combinational       0.434           0.212         0.221
clock                1.57           0.560          1.01
total                3.69           0.813          2.87
==> worst max-delay path by stage <==
stage                     start     endpoint  cells after the start
final                 RaddrA[1]  DataOutA[1]                      6
after global routing  RaddrB[1]  DataOutB[1]                      6
after CTS             RaddrB[1]  DataOutB[1]                      6
==> through the flow <==
step / setup WS, ps / cell area, um^2 / utilization (%) / hold slack [ps]
floorplan: 1276 / 6745 / - / 1023
global placement: 225.5 / 7478 / 45.26 / 1682
detailed placement: 225.2 / 7478 / 45.26 / 1679
CTS: 220.0 / 8055 / 48.75 / 1255
global route: 131.0 / 8055 / 48.75 / 1254
finish: 214.1 / 8055 / 48.75 / 1262
==> layer usage <==
metal | wire, um | global-route usage [%] | up-vias
li1 | - | - | 1914
met1 | 6558 | 31.23 | 2157
met2 | 8688 | 35.74 | 263
met3 | 2369 | 13.07 | 43
met4 | 797 | 8.075 | 0
met5 | 0 | 0 | -
==> synth_stat cells <==
master           number
nor2_1              131
edfxtp_1            128
nand2_1              36
mux4_1               33
a22oi_1              32
mux4_2               30
nand2b_1             16
buf_2                13
clkbuf_1             10
buf_6                 6
nor2b_1               6
and2_1                4
buf_1                 4
clkdlybuf4s25_2       3
nand4_1               3
buf_4                 2
nor4bb_1              2
a41oi_1               1
and2b_1               1
inv_1                 1
mux4_4                1
nor4b_2               1
==> cells by family after synthesis <==
kind of cell,count (synthesis)
AND-OR/OR-AND,33
buffers and inverters,39
flip-flops,128
multiplexers,64
AND/OR/NAND/NOR,200
==> worst max-delay path, cell delays in order <==
cell and delay [ps]:
clkdlybuf4s50_1 500, buf_12 230, mux4_1 390, a22oi_1 370, nand2_1 130, clkdlybuf4s50_1 420
Power is estimated from default activity; no workload was simulated.
